$ cat design.v
module fa (
    input wire a, b, cin,
    output wire sum, cout
);
    wire [4:0] t;
    xor x0 (t[0], a, b); 
    xor x1 (sum, t[0], cin); 
    and a0 (t[1], a, b); 
    and a1 (t[2], a, cin); 
    and a2 (t[3], b, cin); 
    or o0 (t[4], t[1], t[2]); 
    or o1 (cout, t[4], t[3]); 
endmodule
module ripplefa ( 
    input wire [3:0] a, b, 
    input wire cin, 
    output wire [3:0] sum,
    output wire cout 
);
wire [2:0] c; 
fa u0 ( 
    a[0], b[0], cin, sum[0], cout0 
); 
fa u1 ( 
    a[1], b[1], cout0, sum[1], cout1 
); 
fa u2 ( 
    a[2], b[2], cout1, sum[2], cout2 
); 
fa u3 ( 
    a[3], b[3], cout2, sum[3], cout 
); 
endmodule
$ cat config.mk
export PLATFORM = sky130hd
export DESIGN_NAME = ripplefa
export DESIGN_NICKNAME = ripplefa
export VERILOG_FILES = /design/flow/design.v
export SDC_FILE = /design/flow/constraint.sdc
export NUM_CORES = 4
export LEC_CHECK = 1
export CORE_AREA = 10 10 70 70
export DIE_AREA = 0 0 80 80
$ cat run.sh
#!/bin/bash
# OpenROAD 26Q1-2900-gdf79404cd8, Yosys 0.63+post, stock flow scripts
make -C /OpenROAD-flow-scripts/flow DESIGN_CONFIG=/design/flow/config.mk WORK_HOME=/design/flow/orfs finish
$ cat constraint.sdc
current_design ripplefa

set clk_period 2.8
set clk_io_pct 0.2

create_clock -name clk0 -period $clk_period

set non_clock_inputs [all_inputs -no_clocks]
set_input_delay [expr $clk_period * $clk_io_pct] -clock clk0 $non_clock_inputs
set_output_delay [expr $clk_period * $clk_io_pct] -clock clk0 [all_outputs]
==> impl_metrics.tcl <==
# implementation run metrics
set metrics [dict create \
    status "finished, final reports clean" \
    overflow 0 \
    gr-usage-all-layers_pct 1.16 \
    p_seq_share_pct 0 \
    port_buffers 14 \
    min_period_over_period_pct 99.2 \
    drc 0 \
    post_drt_wl_per_cell_um 5.76 \
    critical_path_required_ns 2.24 \
    clock_buffers 0 \
    syn_area_um2 148 \
    yosys_area_um2 148 \
    syn_area_per_cell_um2 8.20 \
    dp_hpwl_um 425 \
    synth_seq_share_pct 0 \
    synthTopCellsByArea "fa_1 54%, inv_1 25%, buf_4 20%" \
    hold_path_depth 5 \
    yosysMostFrequentCell "inv_1" \
    flops 0 \
    switching_share_pct 33.6 \
    timing_worst_setup_path_type "input port to output port" \
    rows 21 \
    io_pins 14 \
    worstMarginPinSlew_ns 0.0982 \
    holdWs_ns 1.87 \
    drv_slew 0 \
    hold_violations 0 \
    period_needed_ns 2.78 \
    fp_util_pct 4.32 \
    grt_pass1_wl_um 579 \
    setup_viol 0 \
    netlist_instances 18 \
    rsz0062_at_grt "true" \
    design_area_um2 322 \
    synth_area_leader_cell "fa_1" \
    ys_cells 18 \
    combinationalPowerShare_pct 100.0 \
    n_fill_cell 402 \
    n_antenna_cell 0 \
    grt_max_degree 2 \
    ff_latch_area_um2 0 \
    grt_pass1_vias 132 \
    drt_iter0_drc 0 \
    critical_path_peak_fanout 1 \
    drv_cap 0 \
    dr.pass1.iters 1 \
    p_leak_nw 0.142 \
    hold_buffers 0 \
    top_cells_by_count "10 x inv_1, 4 x buf_4, 4 x fa_1" \
    via_per_inst 1.73 \
    power_density_nw_per_um2 151 \
    fmax_mhz 360 \
    die_h_um 80 \
    internal-power_mw 0.0323 \
    switchingPower_mw 0.0163 \
    end_kind "output port" \
    antenna_found_initial 0 \
    log.warning_count 34 \
    syn2layout_area_growth_pct 118 \
    postCtsSetupBuffers 0 \
    ys_types 3 \
    hold_path_class "input port to output port" \
    dpl-instance-area_um2 315 \
    ant_nets 0 \
    min-delay-start "cin" \
    core_um2 3420 \
    die_area_um2 6400 \
    worstHoldEndpoint "sum[0]" \
    yosysWarnings 3 \
    drive_above_1_share_pct 42.9 \
    die_w_um 80 \
    vdd_drop_max_uv 36.8 \
    crit_arrival_ns 2.22 \
    pwr-share-clk_pct 0 \
    routed_wl_um 426 \
    synth.top_cell.area_share_pct 54.2 \
    vias 128 \
    start_kind "input port" \
    gp_congestion 0.762 \
    slew_headroom_pct 93.4 \
]
layout make-up:
cell class / instances / area [µm²] / area share [%]
multi-input combinational: 4 / 87.6 / 27.2
inverter: 10 / 42.5 / 13.2
timing repair buffer: 14 / 134 / 41.6
tap: 46 / 57.6 / 17.9
worst max-delay path, cell delays in order:
cell and delay (ns):
buf_6 0.09, inv_4 0.04, fa_2 0.19, inv_2 0.04, fa_2 0.35, fa_2 0.34
inv_2 0.06, fa_1 0.40, inv_1 0.06, buf_2 0.08
routing by layer:
metal  track usage [%]  share of wire [%]  up-vias
li1                  -                  -       60
met1              1.86                 58       54
met2              1.28                 23       14
met3             0.682                 19        0
met4                 0                  0        0
met5                 0                  0        -
placed cells by master (no fill, tap or decap):
cell type | Yosys | routed
buf_2 | 0 | 1
buf_6 | 0 | 3
clkdlybuf4s50_1 | 0 | 6
dlygate4sd2_1 | 0 | 4
fa_1 | 4 | 1
fa_2 | 0 | 3
inv_1 | 10 | 5
inv_2 | 0 | 3
inv_4 | 0 | 2
what timing repair did:
action	in CTS	in global routing
pin swaps	4	4
gates resized	30	1
endpoints found under the hold margin	0	0
endpoints found under the setup margin	4	2
power by group through the flow:
stage / Clock (mW) / Combinational (mW) / Sequential, mW
after CTS: 0 / 0.0499 / 0
after global routing: 0 / 0.0553 / 0
final: 0 / 0.0486 / 0
cells by family (layout without fill, tap and decap cells):
logic type	count (synthesis)	after routing	synth area share, %
buffers and inverters	14	24	45.8
adders and majority gates	4	4	54.2
how the worst max path moves through the flow:
stage,start,slack [ns],endpoint
CTS,cin,-0.09,sum[3]
global route,a[0],-0.06,sum[3]
finish,a[0],0.02,sum[3]
through the flow:
step | worst slack [ns] | total power, mW | util (%) | TNS [ns] | std cells
floorplan | 0.103 | 0.0245 | - | 0 | 18
global placement | -0.779 | 0.0516 | 9.23 | -1.90 | 74
detailed placement | -0.814 | 0.0528 | 9.23 | -2.03 | 74
CTS | -0.0944 | 0.0499 | 9.34 | -0.0944 | 74
global route | -0.0550 | 0.0553 | 9.41 | -0.0550 | 74
finish | 0.0227 | 0.0486 | 9.41 | 0 | 74
Power and IR drop assume default switching activity.
