**flow/design.v**
```verilog
module invert (input wire i, output wire o);
   assign o = !i;
endmodule
module and2 (input wire i0, i1, output wire o);
  assign o = i0 & i1;
endmodule
module or2 (input wire i0, i1, output wire o);
  assign o = i0 | i1;
endmodule
module xor2 (input wire i0, i1, output wire o);
  assign o = i0 ^ i1;
endmodule
module nand2 (input wire i0, i1, output wire o);
   wire t;
   and2 and2_0 (i0, i1, t);
   invert invert_0 (t, o);
endmodule
module nor2 (input wire i0, i1, output wire o);
   wire t;
   or2 or2_0 (i0, i1, t);
   invert invert_0 (t, o);
endmodule
module xnor2 (input wire i0, i1, output wire o);
   wire t;
   xor2 xor2_0 (i0, i1, t);
   invert invert_0 (t, o);
endmodule
module and3 (input wire i0, i1, i2, output wire o);
   wire t;
   and2 and2_0 (i0, i1, t);
   and2 and2_1 (i2, t, o);
endmodule
module or3 (input wire i0, i1, i2, output wire o);
   wire t;
   or2 or2_0 (i0, i1, t);
   or2 or2_1 (i2, t, o);
endmodule
module nor3 (input wire i0, i1, i2, output wire o);
   wire t;
   or2 or2_0 (i0, i1, t);
   nor2 nor2_0 (i2, t, o);
endmodule
module nand3 (input wire i0, i1, i2, output wire o);
   wire t;
   and2 and2_0 (i0, i1, t);
   nand2 nand2_1 (i2, t, o);
endmodule
module xor3 (input wire i0, i1, i2, output wire o);
   wire t;
   xor2 xor2_0 (i0, i1, t);
   xor2 xor2_1 (i2, t, o);
endmodule
module xnor3 (input wire i0, i1, i2, output wire o);
   wire t;
   xor2 xor2_0 (i0, i1, t);
   xnor2 xnor2_0 (i2, t, o);
endmodule
module mux2 (input wire i0, i1, j, output wire o);
  assign o = (j==0)?i0:i1;
endmodule
module mux4 (input wire [0:3] i, input wire j1, j0, output wire o);
  wire  t0, t1;
  mux2 mux2_0 (i[0], i[1], j1, t0);
  mux2 mux2_1 (i[2], i[3], j1, t1);
  mux2 mux2_2 (t0, t1, j0, o);
endmodule
module mux8 (input wire [0:7] i, input wire j2, j1, j0, output wire o);
  wire  t0, t1;
  mux4 mux4_0 (i[0:3], j2, j1, t0);
  mux4 mux4_1 (i[4:7], j2, j1, t1);
  mux2 mux2_0 (t0, t1, j0, o);
endmodule
module dfrl_16(input wire clk,reset,load,input wire [0:15]in,output wire [0:15]out);
dfrl dfrl_0(clk,reset,load,in[0],out[0]);
dfrl dfrl_1(clk,reset,load,in[1],out[1]);
dfrl dfrl_2(clk,reset,load,in[2],out[2]);
dfrl dfrl_3(clk,reset,load,in[3],out[3]);
dfrl dfrl_4(clk,reset,load,in[4],out[4]);
dfrl dfrl_5(clk,reset,load,in[5],out[5]);
dfrl dfrl_6(clk,reset,load,in[6],out[6]);
dfrl dfrl_7(clk,reset,load,in[7],out[7]);
dfrl dfrl_8(clk,reset,load,in[8],out[8]);
dfrl dfrl_9(clk,reset,load,in[9],out[9]);
dfrl dfrl_10(clk,reset,load,in[10],out[10]);
dfrl dfrl_11(clk,reset,load,in[11],out[11]);
dfrl dfrl_12(clk,reset,load,in[12],out[12]);
dfrl dfrl_13(clk,reset,load,in[13],out[13]);
dfrl dfrl_14(clk,reset,load,in[14],out[14]);
dfrl dfrl_15(clk,reset,load,in[15],out[15]);
endmodule
module mux2_16(input wire [15:0]i0,i1,input wire j,output wire [15:0]o);
mux2 mux2_0(i0[0],i1[0],j,o[0]);
mux2 mux2_1(i0[1],i1[1],j,o[1]);
mux2 mux2_2(i0[2],i1[2],j,o[2]);
mux2 mux2_3(i0[3],i1[3],j,o[3]);
mux2 mux2_4(i0[4],i1[4],j,o[4]);
mux2 mux2_5(i0[5],i1[5],j,o[5]);
mux2 mux2_6(i0[6],i1[6],j,o[6]);
mux2 mux2_7(i0[7],i1[7],j,o[7]);
mux2 mux2_8(i0[8],i1[8],j,o[8]);
mux2 mux2_9(i0[9],i1[9],j,o[9]);
mux2 mux2_10(i0[10],i1[10],j,o[10]);
mux2 mux2_11(i0[11],i1[11],j,o[11]);
mux2 mux2_12(i0[12],i1[12],j,o[12]);
mux2 mux2_13(i0[13],i1[13],j,o[13]);
mux2 mux2_14(i0[14],i1[14],j,o[14]);
mux2 mux2_15(i0[15],i1[15],j,o[15]);
endmodule
module mux8_16(input wire [0:15]i0,i1,i2,i3,i4,i5,i6,i7,input wire [0:2]j,output wire [0:15]o);
mux8 mux8_0({i0[0],i1[0],i2[0],i3[0],i4[0],i5[0],i6[0],i7[0]},j[0],j[1],j[2],o[0]);
mux8 mux8_1({i0[1],i1[1],i2[1],i3[1],i4[1],i5[1],i6[1],i7[1]},j[0],j[1],j[2],o[1]);
mux8 mux8_2({i0[2],i1[2],i2[2],i3[2],i4[2],i5[2],i6[2],i7[2]},j[0],j[1],j[2],o[2]);
mux8 mux8_3({i0[3],i1[3],i2[3],i3[3],i4[3],i5[3],i6[3],i7[3]},j[0],j[1],j[2],o[3]);
mux8 mux8_4({i0[4],i1[4],i2[4],i3[4],i4[4],i5[4],i6[4],i7[4]},j[0],j[1],j[2],o[4]);
mux8 mux8_5({i0[5],i1[5],i2[5],i3[5],i4[5],i5[5],i6[5],i7[5]},j[0],j[1],j[2],o[5]);
mux8 mux8_6({i0[6],i1[6],i2[6],i3[6],i4[6],i5[6],i6[6],i7[6]},j[0],j[1],j[2],o[6]);
mux8 mux8_7({i0[7],i1[7],i2[7],i3[7],i4[7],i5[7],i6[7],i7[7]},j[0],j[1],j[2],o[7]);
mux8 mux8_8({i0[8],i1[8],i2[8],i3[8],i4[8],i5[8],i6[8],i7[8]},j[0],j[1],j[2],o[8]);
mux8 mux8_9({i0[9],i1[9],i2[9],i3[9],i4[9],i5[9],i6[9],i7[9]},j[0],j[1],j[2],o[9]);
mux8 mux8_10({i0[10],i1[10],i2[10],i3[10],i4[10],i5[10],i6[10],i7[10]},j[0],j[1],j[2],o[10]);
mux8 mux8_11({i0[11],i1[11],i2[11],i3[11],i4[11],i5[11],i6[11],i7[11]},j[0],j[1],j[2],o[11]);
mux8 mux8_12({i0[12],i1[12],i2[12],i3[12],i4[12],i5[12],i6[12],i7[12]},j[0],j[1],j[2],o[12]);
mux8 mux8_13({i0[13],i1[13],i2[13],i3[13],i4[13],i5[13],i6[13],i7[13]},j[0],j[1],j[2],o[13]);
mux8 mux8_14({i0[14],i1[14],i2[14],i3[14],i4[14],i5[14],i6[14],i7[14]},j[0],j[1],j[2],o[14]);
mux8 mux8_15({i0[15],i1[15],i2[15],i3[15],i4[15],i5[15],i6[15],i7[15]},j[0],j[1],j[2],o[15]);
endmodule
module reg_file(input wire clk,reset,wr,input wire [0:2]rd_addr_a,rd_addr_b,wr_addr,input wire [0:15]d_in,output wire [0:15]d_out_a,d_out_b);
wire [0:7]load;
wire [0:15]dout_0,dout_1,dout_2,dout_3,dout_4,dout_5,dout_6,dout_7;
dfrl_16 dfrl_16_0(clk,reset,load[0],d_in,dout_0);
dfrl_16 dfrl_16_1(clk,reset,load[1],d_in,dout_1);
dfrl_16 dfrl_16_2(clk,reset,load[2],d_in,dout_2);
dfrl_16 dfrl_16_3(clk,reset,load[3],d_in,dout_3);
dfrl_16 dfrl_16_4(clk,reset,load[4],d_in,dout_4);
dfrl_16 dfrl_16_5(clk,reset,load[5],d_in,dout_5);
dfrl_16 dfrl_16_6(clk,reset,load[6],d_in,dout_6);
dfrl_16 dfrl_16_7(clk,reset,load[7],d_in,dout_7);
demux8 demux8_0(wr,wr_addr[2],wr_addr[1],wr_addr[0],load);
mux8_16 mux8_16_9(dout_0,dout_1,dout_2,dout_3,dout_4,dout_5,dout_6,dout_7,rd_addr_a,d_out_a);
mux8_16 mux8_16_10(dout_0,dout_1,dout_2,dout_3,dout_4,dout_5,dout_6,dout_7,rd_addr_b,d_out_b);
endmodule
```
**flow/config.mk**
```make
export PLATFORM = sky130hd
export DESIGN_NAME = mux8_16
export DESIGN_NICKNAME = mux8_16
export VERILOG_FILES = /design/flow/design.v
export SDC_FILE = /design/flow/constraint.sdc
export NUM_CORES = 4
export LEC_CHECK = 1
export CORE_AREA = 10 10 93 93
export DIE_AREA = 0 0 103 103
```
**flow/run.sh**
```bash
#!/bin/bash
# OpenROAD 26Q1-2900-gdf79404cd8, Yosys 0.63+post, stock flow scripts
make -C /OpenROAD-flow-scripts/flow DESIGN_CONFIG=/design/flow/config.mk WORK_HOME=/design/flow/orfs finish
```
**flow/constraint.sdc**
```tcl
current_design mux8_16

set clk_period 1.5
set clk_io_pct 0.2

create_clock -name clk0 -period $clk_period

set non_clock_inputs [all_inputs -no_clocks]
set_input_delay [expr $clk_period * $clk_io_pct] -clock clk0 $non_clock_inputs
set_output_delay [expr $clk_period * $clk_io_pct] -clock clk0 [all_outputs]
```
==> results.tsv <==
stage	metric	value	unit
timing	Final period util	122.5	%
placed_design	area of placed instances	0.002577	sq mm
floorplanning	Die Height	103	um
power	Pint	506.3	uW
critical_path	CP startpoint kind	input pin	
route	DRC	0	
route	Iter 0 DRT Violations	6	
global_routing	vias in the first global route	1533	
run_status	outcome	finished, violations left	
timing	final worst setup slack	-337.0	ps
power	peak supply drop	104.2	uV
synthesis	Mapped Cells	73	
timing	Final Hold Violation Tally	0	
placed_design	port buffer count	147	
critical_path	arrival time worst endpoint	1540	ps
finish	share of cells above drive strength 1	37.98	%
timing	Slew HR	90.97	%
power	Sequential Power Share	0	%
finish	most frequent cells in the layout	dlygate4sd2_1 (123), mux4_2 (32), mux2_4 (16)	
job	max-cap violation count	0	
synthesis	Synth Area per Inst	16.32	sq um
timing	Final min period	1837	ps
route	vias	1257	
critical_path	Worst Path Required	1200	ps
timing	RSZ-0062 raised after global routing	yes	
timing	Setup Viol. Count Final	16	
critical_path	Worst Setup End Kind	primary output	
finish	sequential cells	0	
timing	fin. max-slew vios	0	
min_path	hold path cells	4	
global_routing	pin count of the biggest net entering global routing	17	
finish	area grow syn2layout	115.2	%
finish	Fillers	713	
placed_design	dpl ws	-903.2	ps
synthesis	yosys stat cell total	73	
synthesis	post-synth area from yosys stat	0.001191	sq mm
global_routing	first-pass GRT wire length	8707	um
floorplanning	num ports	147	
synthesis	Top cell area share	61.76	%
placed_design	RD Place Congestion	0.8300	
global_routing	initial antenna violation count	1	
power	Pleak	1.212	nW
timing	worst hold-check slack	1130	ps
route	final WL	6144	um
synthesis	Synth area leader	mux4_1	
floorplanning	chip area	0.01061	sq mm
synthesis	Yosys warnings	0	
floorplanning	Core Footprint	0.006756	sq mm
placed_design	hpwl dp	5120	um
run_status	failing checks	negative setup slack	
power	Clk pwr share	0	%
power	Switching Fraction	25.95	%
power	Power Density	266.7	mW/mm^2
finish	design area	0.002564	sq mm
finish	Logic area	960.9	sq um
finish	Storage cell area	0	sq um
synthesis	Post-synth seq share	0	%
route	post-route ant nets	0	
finish	clock buffer count	0	
finish	top logic cell by instance count in the layout	dlygate4sd2_1	
floorplanning	# rows	30	
power	P_sw	177.4	uW
min_path	Hold Startpoint	i4[13]	
job	tool warnings	35	
synthesis	Cell Type Count	8	
timing	Worst Tran Pin Value	135.0	ps
critical_path	WS Path Type	in2out	
synthesis	Cell Area, Synth	0.001191	sq mm
power	Comb pwr share	100.0	%
timing	Max Fclk	544.4	MHz
min_path	Worst Hold Path EP	o[13]	
critical_path	CP max FO	5	
floorplanning	Die X	103	um
global_routing	GRT Overall Usage	11.06	%
finish	utilization after layout	37.94	%
global_routing	total gr overflow	0	
min_path	min-delay worst type	in2out	
synthesis	Top cells by area	mux4_1 (62%), mux2_2 (15%), buf_4 (10%)	
route	Vias/cell	4.349	
route	first-pass iteration count of the detailed router	4	
floorplanning	Pre-Place Util	17.63	%
route	WL/cell	21.26	um
cell families (layout without fill, tap and decap cells):
family	count (synthesis)	in the layout	synth area share (%)
multiplexers	48	48	84.45
buffers and inverters	25	160	15.55
other	0	1	0
stage by stage:
| stage | total power [mW] | TNS (ps) | instances |
|---|---|---|---|
| finish | 0.6837 | -4640 | 289 |
| global route | 0.7346 | -5247 | 289 |
| CTS | 0.6972 | -4799 | 288 |
| detailed placement | 0.7483 | -13930 | 281 |
| global placement | 0.7471 | -14050 | 281 |
| floorplan | 0.3390 | -3040 | 73 |
how the worst max path moves through the flow:
stage	from	end	slack (ps)	cells past startpoint
final	j[0]	o[0]	-340	6
after CTS	j[0]	o[0]	-350	6
after global routing	j[0]	o[0]	-370	6
power groups by stage:
stage	Clock, mW	Sequential [mW]	Combinational, mW
4_1_cts	0	0	0.697
5_1_grt	0.0000000891	0	0.735
6_report	0.0000000891	0	0.684
cell type report:
type,count,area share [%]
well taps,80,3.904
diodes,1,0.09761
repair buffers,160,58.52
multi-input cells,48,37.48
synth_stat cells:
cell type / number
buf_1: 2
buf_4: 16
buf_6: 4
clkbuf_1: 2
clkbuf_2: 1
mux2_2: 16
mux4_1: 28
mux4_2: 4
routing by layer:
layer  vias up  track usage, %  part of all wire, %
met2        70           19.55                   52
li1        582               -                    -
met5         -               0                    0
met3         0           4.739                   12
met1       605           12.99                   35
met4         0               0                    0
critical path, stage by stage:
cell	delay, ps
buf_12	120
buf_16	110
buf_6	90
mux4_2	520
mux2_4	280
buf_2	110
what timing repair did:
item / CTS / global route
endpoints found under the hold margin: 0 / 0
gates cloned: 3 / 0
gates resized: 207 / 1
endpoints found under the setup margin: 16 / 16
buffers inserted: 4 / 0
hold buffers: 0 / 0
Power figures rest on the tool's default switching activity, not on a simulated workload.
